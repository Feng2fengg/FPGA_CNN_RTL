**flow/design.v**
```verilog
`timescale 1ns / 1ps
module ReLU #(
    data_width = 16
    )
    (
    input clk,
    input rst_n,
    input in_valid,
    input  [data_width-1:0] d_in,
    output reg [data_width-1:0] d_out,
    output reg out_valid
    );
    always@(posedge clk, negedge rst_n)
    begin
        if(!rst_n) begin d_out <= 0; out_valid <= 0; end
        else if(d_in[data_width-1])begin d_out <= 0; out_valid <= in_valid; end
        else if(!d_in[data_width-1]) begin d_out <= d_in; out_valid <= in_valid; end
        else begin d_out <= d_out; out_valid <= 0; end
    end
endmodule
```
**flow/constraint.sdc**
```tcl
current_design ReLU

set clk_period 1.0
set clk_io_pct 0.2

create_clock -name clk0 -period $clk_period [get_ports {clk}]

set non_clock_inputs [all_inputs -no_clocks]
set_input_delay [expr $clk_period * $clk_io_pct] -clock clk0 $non_clock_inputs
set_output_delay [expr $clk_period * $clk_io_pct] -clock clk0 [all_outputs]
```
**flow/run.sh**
```bash
#!/bin/bash
# OpenROAD 26Q1-2900-gdf79404cd8, Yosys 0.63+post, stock flow scripts
make -C /OpenROAD-flow-scripts/flow DESIGN_CONFIG=/design/flow/config.mk WORK_HOME=/design/flow/orfs finish
```
**flow/config.mk**
```make
export PLATFORM = sky130hd
export DESIGN_NAME = ReLU
export DESIGN_NICKNAME = ReLU
export VERILOG_FILES = /design/flow/design.v
export SDC_FILE = /design/flow/constraint.sdc
export NUM_CORES = 4
export LEC_CHECK = 1
export CORE_AREA = 10 10 81 81
export DIE_AREA = 0 0 91 91
```
==> impl_metrics.yaml <==
# physical design summary
synth:
  top_cell: "dfrtp_1"
  numSynthFlops: 16
  edf_count: 0
  yosysChipArea_um2: 544
  syn_area_per_cell_um2: 16.0
  fa_ha_area_frac: 0
  netlist_instances: 34
  top_area_cell: "dfrtp_1"
  synthTopCellsByCount: "dfrtp_1, nor2b_2, and2b_2, nor2b_1, and2b_1"
  simple_gate_area_frac: 0.223
  area_leaders: "dfrtp_1, nor2b_2, and2b_2"
  syn_area_um2: 544
  ys_sh_xor: 0
  async_flop_share: 1.00
  ff_type: "dfrtp_1"
  ys.warnings.count: 1
  yosysSeqAreaShare: 0.736
  synthAoiAreaFrac: 0
  synth_cell_types: 8
  muxShareOfSynthArea: 0
  yosys_cells: 34
  top_logic_kind: "simple AND/OR/NAND/NOR gates"
  yosys.area.top_type_share: 0.736
job:
  cap_violations: 0
  tool_warnings: 26
global_route:
  antenna_found_initial: 0
  grt_max_degree: 17
  grt_overflow_total: 0
  grt_pass1_vias: 446
  grt_pass1_wl_mm: 2.30
  grt_usage: 0.0346
clock_tree:
  clock-sinks: 16
  numCtsBuffers: 3
  clk_path_buf_depth: 2
  htree_levels: 1
  cts_tree: "yes"
  cts_hold_buf: 0
  cts-root-buf: "clkbuf_8"
  clk_pin_slew_worst_paths_ns: 0.06
sta:
  fin_ws_ns: 0.0351
  clock.fmax_mhz: 1040
  fin_crit_sh: 0.965
  slew_violations: 0
  setup_viol: 0
  finalHoldViolCount: 0
  rsz0062_at_grt: "no"
  finalCriticalPeriod_ns: 0.965
drt:
  drt_first_pass_iters: 1
  via_per_inst: 2.63
  drt_iter0_drc: 0
  route.detailed.drc: 0
  ant_nets: 0
  diodes: 0
  num_vias: 365
  wire_per_inst_um: 10.2
  wl_mm: 1.42
setup_path:
  worst_path_max_delay_cell: "dfrtp_1"
  crit_fanout: 1
  worst-path-stages: 1
  crit_path_end: "d_out[3]"
  crit_start: "d_out[3]$_DFF_PN0_"
  critPathKind: "reg -> out"
  cp.arrival_ns: 0.76
  critical_path_buf_inv_count: 1
  max_stage_delay_ns: 0.35
  cp_top_family: "flip-flops"
  path_cells: "clkdlybuf4s15_1"
  start_kind: "flip-flop"
  required_ns: 0.80
  crit_path_end_kind: "output port"
status:
  status: "complete, no violations"
power_and_ir_drop:
  p_leak_nw: 0.453
  power_density_mw_per_mm2: 1440
  peakVddDrop_mv: 0.905
die:
  die_w_um: 91
  fp_util: 0.113
  design.die.area_mm2: 0.00828
  core_mm2: 0.00482
  dieHeight_um: 91
  io-pin-count: 36
  placement_rows: 25
placement:
  pre_cts_ws_ns: -0.176
  dp_cells: 135
  dpl.hpwl_mm: 1.19
  gp_congestion: 0.691
  io_buffers: 34
worst_hold_path:
  min_path_type: "in -> async"
finish:
  nFillCells: 544
  drive_gt1_frac: 0.431
  syn2layout_area_growth_pct: 78.2
  final_cells: 139
[cell type report]
type / instances / area, um^2 / share of cell area
Timing Repair Buffer: 36 / 305 / 0.315
Clock buffer: 4 / 55.1 / 0.0568
Multi-Input combinational cell: 16 / 125 / 0.129
Tap cell: 67 / 83.8 / 0.0865
Sequential cell: 16 / 400 / 0.413
[routing by layer]
metal	part of all wire	global-route usage	vias up
met5	0	0	-
li1	-	-	173
met1	0.45	0.0383	164
met2	0.37	0.0501	28
met3	0.18	0.0340	0
met4	0	0	0
[logic make-up (layout without fill, tap and decap cells)]
family / count (synthesis) / in the layout
simple gates: 15 / 15
flops: 16 / 16
other cells: 1 / 1
buf+inv: 2 / 40
[power breakdown]
group	switching, W	internal (W)	leakage (nW)
Combinational	0.0000462	0.000120	0.219
Sequential	0.00000848	0.000680	0.205
Clock	0.000196	0.000348	0.0288
Total	0.000251	0.00115	0.453
[sequential cells by signal (all words and copies together) (netlist names)]
signal     flops
d_out         15
out_valid      1
[worst min-delay path by stage]
stage                  from                  to  cells past startpoint
after CTS             rst_n  d_out[2]$_DFF_PN0_                      2
after global routing  rst_n  d_out[6]$_DFF_PN0_                      2
final                 rst_n  d_out[7]$_DFF_PN0_                      2
[timing repair]
| action | 4_1_cts | 5_1_grt |
|---|---|---|
| hold endpoints to repair | 0 | 0 |
| setup endpoints to repair | 16 | 11 |
| resized | 36 | 11 |
| setup buffers | 0 | 0 |
[cell usage in the layout (no fill, tap or decap), drive strengths merged]
cell type | netlist | final
and2b | 5 | 5
conb | 1 | 1
nor2b | 10 | 10
clkbuf | 0 | 15
buf | 2 | 6
clkdlybuf4s15 | 0 | 1
clkdlybuf4s50 | 0 | 18
dfrtp | 16 | 16
[through the flow]
stage	hold WS, ns	cell area (um^2)	util	setup TNS, ns	power, W
5_1_grt	0.297	970	0.201	0	0.00148
6_report	0.294	970	0.201	0	0.00140
3_5_place_dp	0.551	990	0.205	-2.37	0.000903
3_3_place_gp	0.552	990	0.205	-1.55	0.000902
2_1_floorplan	-0.0956	544	-	0	0.000731
4_1_cts	0.293	1020	0.213	-0.0109	0.00145
Power is estimated from default activity; no workload was simulated.
